[design/flow/design.v]
module Adder(
    src1_i,
	src2_i,
	sum_o
	);
input  [32-1:0]  src1_i;
input  [32-1:0]	 src2_i;
output [32-1:0]	 sum_o;
reg    [32-1:0]	 sum_o;
always@(*)
begin
	sum_o<=src1_i+src2_i;
end
endmodule
[design/flow/run.sh]
#!/bin/bash
# OpenROAD 26Q1-2900-gdf79404cd8, Yosys 0.63+post, stock flow scripts
make -C /OpenROAD-flow-scripts/flow DESIGN_CONFIG=/design/flow/config.mk WORK_HOME=/design/flow/orfs finish
[design/flow/config.mk]
export PLATFORM = sky130hd
export DESIGN_NAME = Adder
export DESIGN_NICKNAME = Adder
export VERILOG_FILES = /design/flow/design.v
export SDC_FILE = /design/flow/constraint.sdc
export NUM_CORES = 4
export LEC_CHECK = 1
export CORE_AREA = 10 10 94 94
export DIE_AREA = 0 0 104 104
[design/flow/constraint.sdc]
current_design Adder

set clk_period 14.5
set clk_io_pct 0.2

create_clock -name clk0 -period $clk_period

set non_clock_inputs [all_inputs -no_clocks]
set_input_delay [expr $clk_period * $clk_io_pct] -clock clk0 $non_clock_inputs
set_output_delay [expr $clk_period * $clk_io_pct] -clock clk0 [all_outputs]
==> impl_summary.log <==
[report] extracting results
INFO  metric worstPathRequired = between 10 and 15 ns
INFO  metric core_util_floorplan = 25.53%
INFO  metric timing.hold.worst.start = src2_i[0]
INFO  metric synth_cell_types = roughly 50
INFO  metric cellInternalPower = 0.00008030 W
INFO  metric dp_hpwl = 5180 µm
INFO  metric die_height = approximately 100 µm
INFO  metric first_pass_iters = 4
INFO  metric power_frac_comb = 100.0%
INFO  metric lay_top_cells = 96 x clkdlybuf4s50_1, 31 x ha_1, 29 x a21oi_1
INFO  metric globalRouteMet3Util = under 10%
INFO  metric final_max_slew_viol_count = 0
INFO  metric initial_antenna_violation_count = 0
INFO  metric min_period_over_period = between 60% and 70%
INFO  metric worst_hold_path_cell_count = 3
INFO  metric detail_route.drc_violations = 0
INFO  metric gpl.final_weighted_congestion = 0.8188
INFO  metric cp_common_cell = clkdlybuf4s50_1
INFO  metric grt_pass1_wl = 9701 µm
INFO  metric drt_iter0_markers = 115
INFO  metric switching_power = ~0.000053 W
INFO  metric post_cts_hold_buffer_count = 0
INFO  metric fin_crit_period = between 8 and 9 ns
INFO  metric finalSetupTns = 0 ns
INFO  metric global_route.peak_usage_layer = met2
INFO  metric fin_hold_ws = 6.838 ns
INFO  metric boundaryPins = 96
INFO  metric power_density = 47.98 nW/µm²
INFO  metric leak_pwr = 1.176 nW
INFO  metric drt-wirelength-per-cell = 13.94 µm
INFO  metric p_clk_share = 0%
INFO  metric grt.met1_usage = 14.38%
INFO  metric cpMaxStageDelayCell = clkdlybuf4s50_1
INFO  metric synth_chip_area = 1744 µm²
INFO  metric drv_cap = 0
INFO  metric ant_nets = 0
INFO  metric fp.dieArea = 10,820 µm²
INFO  metric fmax = about 0.11 GHz
INFO  metric ys_warn_count = 1
INFO  metric ir_worst_vdd = 22.48 µV
INFO  metric grt_pass1_vias = 2,044
INFO  metric holdCritPathClass = in2out
INFO  metric syn_std_cell_area = around 1700 µm²
INFO  metric layout_top_cell = clkdlybuf4s50_1
INFO  metric post_synthesis_sequential_area_ratio = 0%
INFO  metric seq_area = 0 µm²
INFO  metric grt_overflow = 0
INFO  metric setup_viol_count_final = 0
INFO  metric worstPathArrival = 5.88 ns
INFO  metric worst_setup_path_end_kind = primary output
INFO  metric synth_stat.cells = 241
INFO  metric global_route.usage.total = 10.19%
INFO  metric critical_path_buf_inv_count = 2
INFO  metric detail_route.antenna_diodes = 0
INFO  metric cp_top_family = AND-OR/OR-AND gates
INFO  metric post_synth.cell_area_avg = 7.237 µm²
INFO  metric totalPowerFinal = 0.0001335 W
INFO  metric worst-slew-pin-transition = 0.5371 ns
INFO  metric placement.io_buffers = between 90 and 100
INFO  metric hold_viol = 0
INFO  metric p_sw_share = between 30 and 40%
INFO  metric crit_chain = clkdlybuf4s50_1, ha_1, fa_1, a21o_1, a31o_2, nand3_1, o221ai_1, a311oi_1, o21bai_1, xor2_1, clkdlybuf4s50_1
INFO  metric n_clock_buffer = 0
INFO  metric met2_track_demand_over_resource_in_global_routing = 16.62%
INFO  metric layout.sequential_cells = 0
INFO  metric cts_repair_resized_insts = 0
INFO  metric critical_path_max_stage_delay = 0.49 ns
INFO  metric timing_worst_setup_path_type = in2out
INFO  metric number_of_standard_cells_after_synthesis = 241
INFO  metric outcome = finished, final reports clean
INFO  metric worst_slew_margin_rel = 63.27%
INFO  metric route.vias.total = 2,070
INFO  metric core_area = 6832 µm²
INFO  metric floorplan.rows = 30
INFO  metric openroad.warnings = 32
INFO  metric post_drt_via_cell_ratio = approximately 5
INFO  metric worst-path-max-fanout = 4
INFO  metric pin_count_of_the_biggest_net_entering_global_routing = 11
INFO  metric min_delay_worst_endpoint = sum_o[0]
INFO  metric critPathLaunchType = primary input
INFO  metric area_delta_synth_final = 59.47%
INFO  metric grt_setup_unrepaired = no
INFO  metric post_cts_buffers = 0
INFO  metric die_w = 104 µm
INFO  metric power.share.sequential = 0%
INFO  metric wirelength = 5884 µm
INFO  metric layout-drive-gt1-share = 3.067%
==> tightest hold or removal path, cell delays in order <==
cell	delay (ns)
clkdlybuf4s50_1	0.46
ha_1	0.12
clkdlybuf4s50_1	0.46
==> routing by layer <==
layer | vias up | share of wire [%]
met4 | 0 | 0
met1 | 929 | 50
li1 | 1087 | -
met2 | 54 | 44
met3 | 0 | 5.2
met5 | - | 0
==> cells in the mapped netlist, types with 2 or more instances <==
| library cell | count | area, µm² |
|---|---|---|
| a211oi_1 | 3 | 22.52 |
| a21o_1 | 19 | 142.6 |
| a21oi_1 | 29 | 145.1 |
| a311oi_1 | 2 | 17.52 |
| a31oi_1 | 3 | 18.77 |
| buf_2 | 2 | 10.01 |
| clkbuf_1 | 8 | 30.03 |
| ha_1 | 31 | 387.9 |
| inv_1 | 6 | 22.52 |
| mux2i_1 | 2 | 20.02 |
| nand2_1 | 18 | 67.56 |
| nand2b_1 | 2 | 12.51 |
| nand3_1 | 10 | 50.05 |
| nand4_1 | 8 | 50.05 |
| nor2_1 | 12 | 45.04 |
| nor3_1 | 4 | 20.02 |
| o211ai_1 | 3 | 22.52 |
| o21a_1 | 2 | 15.01 |
| o21ai_0 | 13 | 65.06 |
| o21bai_1 | 4 | 30.03 |
| o221ai_1 | 2 | 17.52 |
| o311ai_1 | 2 | 17.52 |
| or2_2 | 3 | 18.77 |
| xnor2_1 | 13 | 113.9 |
| xor2_1 | 15 | 131.4 |
==> how the worst max path moves through the flow <==
stage	slack, ns	cells after the start	start	endpoint
final	5.72	11	src1_i[0]	sum_o[26]
after global routing	5.52	11	src1_i[0]	sum_o[26]
after CTS	5.71	11	src1_i[0]	sum_o[26]
==> stage by stage <==
stage | cell area (µm²) | setup slack [ns] | utilization [%] | cells
6_report | 2781 | 5.722 | 40.71 | 422
5_1_grt | 2781 | 5.524 | 40.71 | 422
4_1_cts | 2781 | 5.711 | 40.71 | 422
3_5_place_dp | 2781 | 5.719 | 40.71 | 422
3_3_place_gp | 2781 | 5.779 | 40.71 | 422
2_1_floorplan | 1744 | 6.875 | - | 241
==> cell families (layout without fill, tap and decap cells) <==
kind of cell	after synthesis	after routing	synth area share [%]
xor gates and xnor gates	28	28	14.06
and+or+nand+nor	65	65	18.29
muxes	2	2	1.148
adders and majority gates	32	32	23.39
buffers and inverters	17	102	3.802
AOI/OAI and AO/OA	97	97	39.31
==> area by class of cell <==
| type | count | area (µm²) |
|---|---|---|
| Fill cell | 728 | 4050 |
| Multi-Input combinational cell | 224 | 1678 |
| Timing Repair Buffer | 96 | 960.9 |
| Tap cell | 96 | 120.1 |
| Inverter | 6 | 22.52 |
==> power by group through the flow <==
stage                 Combinational [W]  Sequential, W  Clock [W]
final                          0.000133              0          0
after global routing           0.000148              0          0
after CTS                      0.000135              0          0
Power and IR drop assume default switching activity.
