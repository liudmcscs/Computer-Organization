[design.v]
module ALU(
    src1_i,
	src2_i,
	ctrl_i,
	result_o,
	zero_o,
	src3_i
	);
input  [32-1:0]   src1_i;
input  [32-1:0] 	 src2_i;
input  [32-1:0] 	 src3_i;
input  [4-1:0]   ctrl_i;
output  reg signed [32-1:0] 	 result_o;
output    reg     zero_o;
reg signed [32-1:0]src4;
always@(*)
begin
	if(ctrl_i==6)
	begin
	zero_o=(result_o==0);
	end
	else if(ctrl_i==10)
	begin
	zero_o=(result_o!=0);
	end
end
always@(ctrl_i,src1_i,src2_i)
begin
	src4[31:0]=src2_i[31:0];
 case(ctrl_i)
	0:result_o<=src1_i&src2_i;
	1:result_o<=src1_i|src2_i;
	2:result_o<=src1_i+src2_i;
	6:result_o<=src1_i-src2_i;
	7:result_o<=src1_i<src2_i?1:0;
	8:result_o=src4>>>src3_i;
	9:result_o<=src2_i<<16; 
	10:result_o<=src1_i-src2_i;
	11:result_o=src4>>>src1_i;
	12:result_o<=~(src1_i|src2_i);
	default :result_o<=0;
 endcase
end
endmodule
[run.sh]
#!/bin/bash
# OpenROAD 26Q1-2900-gdf79404cd8, Yosys 0.63+post, stock flow scripts
make -C /OpenROAD-flow-scripts/flow DESIGN_CONFIG=/design/flow/config.mk WORK_HOME=/design/flow/orfs finish
[config.mk]
export PLATFORM = sky130hd
export DESIGN_NAME = ALU
export DESIGN_NICKNAME = ALU
export VERILOG_FILES = /design/flow/design.v
export SDC_FILE = /design/flow/constraint.sdc
export NUM_CORES = 4
export LEC_CHECK = 1
export CORE_UTILIZATION = 50
[constraint.sdc]
current_design ALU

set clk_period 19.3
set clk_io_pct 0.2

create_clock -name clk0 -period $clk_period

set non_clock_inputs [all_inputs -no_clocks]
set_input_delay [expr $clk_period * $clk_io_pct] -clock clk0 $non_clock_inputs
set_output_delay [expr $clk_period * $clk_io_pct] -clock clk0 [all_outputs]
==> flow_summary.rst <==
Synthesis and place-and-route
=============================

.. list-table::
   :header-rows: 1

   * - Metric
     - Value
   * - Result of the run
     - completed
   * - Slowest stage cell on the critical path
     - clkdlybuf4s50_1
   * - Vias/cell
     - 6.879
   * - Final-layout fill cell count
     - 1433
   * - Count of flip-flops with a built-in enable after synthesis
     - 0
   * - WP buf/inv
     - 3
   * - Width of the chip
     - 125.3 microns
   * - Fraction of layout instances using a drive strength above 1
     - 0.04808
   * - HPWL reported at the end of detailed placement
     - 25.83 mm
   * - Async set-reset flop share out of synthesis
     - 0
   * - Class of the tightest hold or removal check
     - in2out
   * - Area of the core
     - 0.01470 sq mm
   * - Worst-margin pin slew
     - 0.9796 ns
   * - Most frequently placed logic cell in the final layout
     - clkdlybuf4s50_1
   * - Number of placed instances with taps included
     - 1432
   * - Power Density
     - 28.22 mW/mm^2
   * - Num ports
     - 133
   * - Starting DRT DRC Count
     - 1301
   * - Worst Hold Margin
     - 9.122 ns
   * - Chip height
     - 125.3 microns
   * - Number of search-and-repair iterations in the first detailed-routing pass
     - 21
   * - Worst Setup Path Type
     - in2out
   * - Layout-stage area growth over the synthesis result
     - 18.10%
   * - Post-cts repair resize count
     - 0
   * - Number of flip-flops in the largest register
     - 1
   * - Final std cells w/o fill
     - 1433
   * - Fraction of the cycle the final worst path needs
     - 0.6528
   * - Warnings, synthesis
     - 1
   * - Max capacitance violation total
     - 0
   * - Leakage component of the power
     - 0.003837 uW
   * - Number of global-route vias before repair
     - 8716
   * - Max-slew violation count
     - 0
   * - Synth Cell Area
     - 0.007599 sq mm
   * - Clock period minus worst slack
     - 12.60 ns
   * - Endpoint kind of the worst setup timing path
     - output port
   * - Achievable clock frequency
     - 79.38 MHz
   * - Overall die area
     - 0.01569 sq mm
   * - Required time at the worst-slack endpoint
     - 15.44 ns
   * - Top Family by Delay on Critical Path
     - AND-OR/OR-AND gates
   * - Setup repair after global routing missed its margin
     - false
   * - Overflow left after global routing
     - 0
   * - Placer's final routability congestion estimate
     - 1.053
   * - Largest driver fanout on the critical path
     - 6
   * - Antenna violations before repair
     - 1
   * - Data arrival, critical path
     - 8.74 ns
   * - Number of buffers added to fix hold violations after cts
     - 0
   * - Cells along the critical path
     - clkdlybuf4s50_1 > inv_1 > ha_1 > o211ai_1 > a2111oi_0 > nor3_1 > o211ai_1 > a21oi_1 > o21ai_0 > nand2_1 > o311ai_0 > a21oi_1 > nor2_1 > a31oi_1 > o21ai_0 > clkdlybuf4s50_1
   * - Synthesized instance count
     - 1175
   * - Setup TNS
     - 0 ns
   * - Total power of the final layout
     - 253.2 uW
   * - GRT Overall Usage
     - 0.4212
   * - Count of endpoints failing setup in the final report
     - 0
   * - Total vias in the final route
     - 9857
   * - Total tool warning count
     - 97
   * - Relative slew margins
     - 0.3384
   * - Fin. Hold Viols
     - 0
   * - Most used flip-flop cell
     - dlxtn_1
   * - Flip-flop and latch count after synthesis
     - 1
   * - Avg Synthesized Cell Area
     - 6.467 sq um
   * - Top Layout Cells
     - 133 x clkdlybuf4s50_1, 127 x nor2_1, 121 x nand2_1
   * - Number of unconstrained endpoints
     - 2
   * - CP startpoint kind
     - input pin
   * - Global-route wire length before repair
     - 51.07 mm
   * - Yosys Instances
     - 1175
   * - Antenna viol nets, final
     - 0
   * - Post-CTS Setup Inserts
     - 0
   * - Starting utilization of the core area
     - 0.5169
   * - Crit-path max cell delay
     - 0.71 ns
   * - Avg WL per Cell
     - 23.23 microns
   * - Placement Rows
     - 44
   * - Routed Wire Length
     - 33.29 mm
   * - Maximum resistive drop on vdd
     - 14.92 uV
   * - Distinct lib cells
     - 88
   * - Core utilization of the finished layout
     - 0.6105
   * - Count of port buffers added during placement
     - 133
   * - Remaining design rule violation count
     - 0
   * - Chip area estimate from yosys synthesis
     - 0.007599 sq mm
   * - Largest net degree at the start of global routing
     - 41
   * - Number of register pins that no clock reaches
     - 1
-- Yosys cell counts (10+ instances only) --
cell type,number,area [sq um]
nand2b_1,15,93.84
ha_1,96,1201
nand4_1,12,75.07
o211ai_1,17,127.6
o21ai_0,76,380.4
mux2i_1,57,570.6
nor2_1,127,476.7
clkbuf_1,53,198.9
o22ai_1,10,62.56
a221oi_1,27,236.5
a221o_1,17,170.2
a211o_1,11,96.34
o21a_1,11,82.58
inv_1,94,352.8
nand3_1,28,140.1
a211oi_1,15,112.6
o311ai_0,10,87.58
nand2_1,121,454.2
a31oi_1,17,106.4
nor3_1,33,165.2
a21o_1,18,135.1
nor4_1,17,106.4
a22oi_1,17,127.6
a21oi_1,92,460.4
buf_2,13,65.06
o221ai_1,14,122.6
-- report_power, final --
part           switching (uW)  internal, uW
registers              0.0105         0.115
clock network               0    0.00000490
logic                     148           105
-- routing by layer --
layer / wire [microns] / part of all wire / GRT usage / vias to the layer above
li1: - / - / - / 4554
met1: 13520 / 0.41 / 0.5874 / 4473
met2: 14050 / 0.42 / 0.6395 / 706
met3: 4108 / 0.12 / 0.08286 / 124
met5: 0 / 0 / 0 / -
met4: 1615 / 0.049 / 0.1657 / 0
-- cells by family after synthesis --
family | Yosys count | share of synthesized area
latches | 1 | 0.001975
xor gates and xnor gates | 3 | 0.003459
and+or+nand+nor | 401 | 0.2470
buffers and inverters | 175 | 0.09649
muxes | 67 | 0.09254
AOI/OAI and AO/OA | 430 | 0.3952
adders and majority gates | 98 | 0.1633
-- area by class of cell --
| type | instances | area (sq um) | area share |
|---|---|---|---|
| antenna | 1 | 2.502 | 0.0002789 |
| sequential | 1 | 15.01 | 0.001673 |
| timing repair buffer | 154 | 1489 | 0.1659 |
| inverter | 94 | 352.8 | 0.03932 |
| multi-input combinational | 999 | 6884 | 0.7671 |
| tap | 184 | 230.2 | 0.02566 |
-- per-stage QoR --
stage          cell area, sq um  setup WS [ns]
2_1_floorplan              7599          8.639
3_3_place_gp               8971          6.787
3_5_place_dp               8971          6.723
4_1_cts                    8971          6.708
5_1_grt                    8971          6.272
6_report                   8974          6.702
-- final timing paths --
path / start / to / slack, ns / cells past startpoint
setup / recovery: src2_i[6] / result_o[31] / 6.70 / 16
hold / removal: src1_i[21] / result_o[21] / 9.12 / 6
Power and IR drop assume default switching activity.
